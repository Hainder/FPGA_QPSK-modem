--- config.mk ---
export PLATFORM = sky130hd
export DESIGN_NAME = phase_detector
export DESIGN_NICKNAME = phase_detector
export VERILOG_FILES = /design/flow/design.v
export SDC_FILE = /design/flow/constraint.sdc
export NUM_CORES = 4
export LEC_CHECK = 1
export CORE_AREA = 10 10 84 84
export DIE_AREA = 0 0 94 94
--- run.sh ---
#!/bin/bash
# OpenROAD 26Q1-2900-gdf79404cd8, Yosys 0.63+post, stock flow scripts
make -C /OpenROAD-flow-scripts/flow DESIGN_CONFIG=/design/flow/config.mk WORK_HOME=/design/flow/orfs finish
--- design.v ---
`timescale 1ns / 1ps
module phase_detector(
        input wire  [14:0]  filtered_I  ,  
        input wire  [14:0]  filtered_Q  ,  
        output wire [15:0]  phase_error    
    );
    wire [14:0] inversed_I  ;    
    wire [14:0] inversed_Q  ;    
    reg [14:0]  channel_I   ;   
    reg [14:0]  channel_Q   ;
    assign inversed_I = ~filtered_I + 15'd1;  
    assign inversed_Q = ~filtered_Q + 15'd1;
    always @ (*) begin
        if(filtered_I[14]) begin   
            channel_Q = inversed_Q;
        end else begin
            channel_Q = filtered_Q;
        end
    end
    always @ (*) begin
        if(filtered_Q[14]) begin   
            channel_I = filtered_I;
        end else begin
            channel_I = inversed_I;
        end
    end
    assign phase_error = {channel_Q[14],channel_Q} + {channel_I[14],channel_I};
endmodule
--- constraint.sdc ---
current_design phase_detector

set clk_period 6.3
set clk_io_pct 0.2

create_clock -name clk0 -period $clk_period

set non_clock_inputs [all_inputs -no_clocks]
set_input_delay [expr $clk_period * $clk_io_pct] -clock clk0 $non_clock_inputs
set_output_delay [expr $clk_period * $clk_io_pct] -clock clk0 [all_outputs]
==> run notes <==
Update from the flow run.

The worst setup timing slack at the placement stage is approximately 0.45 ns. At the floorplan stage, the core utilization is reported as 0.268. The utilization after layout is 0.367. The number of setup violations in the final report is 0. The die span in x is approximately 94 um. On the worst path, the slowest cell contributes a delay of 0.46 ns. The initial antenna violation count is 0. The cell taking the most area after synthesis is ha_1. The slowest stage of the critical path is the clkdlybuf4s50_1 cell.

The number of synthesis warnings is 1. Counting pins that exceed their max-slew limit in the final report gives 0. The cell with the most instances after synthesis is nor2_1. The final period utilization is 0.927. The detailed placer's ending HPWL is 3530 um. The critical path contains buffers and inverters numbering 2 combined. Per the OpenROAD floorplan log, the height of the die is 94 um. The number of buffers inserted to repair setup after CTS is 0. The required arrival time at the worst endpoint is 5.04 ns. The cell repeated most along the worst path is clkdlybuf4s50_1. Per the post-route antenna check, the number of violating nets is 0. The count of input and output buffers is around 46.

The number of warnings in the stage logs is 32. After routing, the total negative slack on setup checks comes to 0 ns. The number of different library cells used by synthesis comes to 49. Entering global routing, the biggest net connects 17 pins. The worst-case headroom to the max-slew limit is 0.627.

The number of global-route vias before repair is 1426. After detailed routing, the average wire length per cell comes to about 13 um. The number of I/O pins is 46.

Per the OpenROAD power report, leakage power amounts to 0.742 nW. The share of the Yosys chip area taken by registers is 0. Setup repair after global routing left no endpoint under its margin. The number of antenna diodes in the final layout is 0.

The synthesized area divided by synthesized cell count is 7.15 um2. After detailed routing, the number of vias per cell comes to 4.80. The total global routing overflow is 0. Per the detail_route report, the via count comes to approximately 1500.

The minimum period implied by the final worst setup slack is 5.84 ns. In this run the cell area measured after placement is 1910 um2. Counting tap cells, the placed design contains a total of 305 instances.

The number of placement rows is 26. The total of max-cap violations is 0. The routed wirelength on the met1 layer is recorded as 1800 um. Yosys attributes the largest share of cell area to ha_1 (15%), xnor2_1 (12%), xor2_1 (10%), nor2_1 (6.5%), nand2_1 (4.6%). The area share of the largest cell type after synthesis is 0.153. The layout summary lists the proportion of cells stronger than drive strength 1 as 0.0596.

Counting endpoints that fail hold in the final report gives 0. The finished layout holds 305 standard cells, fillers aside. The timing report lists the critical path depth as 13 cells. The placement summary gives the final routability congestion estimate as 0.824.

The first global-routing pass estimated ~6400 um of wire. On the critical path the largest part of the delay comes from simple AND/OR/NAND/NOR gates. The top layer reached by signal wires is met4.

The number of DRC violations after detailed routing is 0. The report gives the cell count of the worst hold path as 3. The number of instances in the synthesized netlist is 195. The final critical-path setup slack is approximately 0.46 ns. Once iteration 0 of detailed routing completed, the report listed 76 DRC markers. Data on the critical path arrives at its endpoint at about 4.6 ns. The combined global-route utilization of all metal layers is 0.0869. The launching element type of the critical path is a primary input. After synthesis, the chip area reported by Yosys is around 1400 um2.

The run finished with clean final reports. The critical path in this run is classified as in -> out. The total met3 wirelength after detailed routing is 230 um. Per the timing report, the achievable frequency comes out to 171 MHz. The number of optimization iterations in the first detailed-route pass is 4.

Detailed routing placed a total of 1810 um of wire on met2. The largest fanout on the critical path is 8. The total length of routed wires is 3890 um. The type of the most critical hold path is in -> out.

The final design instance area without fill is 1910 um2. The post-synthesis cell count from yosys is 195. The script computed a power per unit cell area of 154 nW/um2. For reference, the top cells by count after synthesis are nor2_1 (24), xnor2_1 (19), ha_1 (17), nand2_1 (17), xor2_1 (16). STA classifies the critical path endpoint as a primary output. The slew at the pin closest to its max-slew limit is 0.558 ns. The area of the die is 8840 um2. In the finished design the tool counted flip-flops and latches totalling 0. In the finished layout, the clock tree contains a buffer count of 0. The sequential cell area is 0 um2.

The number of gates resized after cts is 0. The post-synthesis to final-layout area growth is 37.2%. The largest vdd supply drop is ~0.033 mV. Summing every instance area after synthesis gives 1390 um2. The number of hold buffers added after cts is 0.

The signal on the critical path passes through clkdlybuf4s50_1 > nor3_1 > nand2_1 > nor3b_2 > a21oi_1 > xor2_1 > ha_1 > a21o_1 > a211oi_2 > nand3b_1 > or3_1 > nand3_1 > clkdlybuf4s50_1. The core region area is ~5200 um2.
[path summary, 6_finish.rpt]
kind / startpoint / endpoint / slack (ns)
max: filtered_I[3] / phase_error[15] / 0.46
min: filtered_Q[0] / phase_error[0] / 3.64
[layout make-up]
| type | count | area [um2] |
|---|---|---|
| repair buffers | 46 | 460 |
| fillers | 567 | 3290 |
| multi-input cells | 181 | 1330 |
| well taps | 70 | 87.6 |
| inverters | 8 | 30.0 |
[cells by family (layout without fill, tap and decap cells)]
family                     count (synthesis)  after routing  share of synthesized area
AOI/OAI and AO/OA                         56             56                      0.300
xor gates and xnor gates                  35             35                      0.220
adders and majority gates                 18             18                      0.167
buffers and inverters                     14             54                     0.0431
muxes                                      1              1                    0.00808
and+or+nand+nor                           71             71                      0.262
[through the flow]
stage	total power, mW	hold WS (ns)
2_1_floorplan	0.163	2.59
3_3_place_gp	0.299	3.65
3_5_place_dp	0.299	3.66
4_1_cts	0.300	3.66
5_1_grt	0.329	3.71
6_report	0.294	3.64
[tightest hold or removal path: stages]
cell and delay, ns:
clkdlybuf4s50_1 0.54, ha_1 0.14, clkdlybuf4s50_1 0.45
[per-layer routing]
layer	GRT usage	up-vias
li1	-	794
met1	0.110	633
met2	0.152	32
met3	0.0170	4
met4	0.00886	0
met5	0	-
[power by group]
group	switching [mW]	leakage, nW	total, mW	internal [mW]
registers	0	0	0	0
logic	0.127	0.742	0.294	0.167
clock network	0	0	0	0
total	0.127	0.742	0.294	0.167
[placed cells by master, fill, tap and decap left out, types with 2 or more instances in the layout]
master,Yosys,routed
inv_1,8,8
xor2_1,16,16
o21ai_1,7,7
xnor2_1,19,19
o31ai_1,3,3
nand2_1,17,17
nor2_1,24,24
ha_1,17,17
a21oi_1,10,10
or3_1,2,2
a211oi_1,3,3
a31oi_1,2,2
a21oi_2,2,2
clkdlybuf4s50_1,0,46
nor4_1,5,5
nand2b_1,3,3
nor3_1,2,2
a21boi_0,2,2
nand3b_1,2,2
nand3_1,7,7
o21ai_0,6,6
a21o_1,7,7
No activity file was given, so power comes from the tool's default toggle rates.
