==> flow/design.v <==
module gardner_ted
(
    input wire          clk             ,   
    input wire          rst_n           ,
    input wire          strobe_flag     ,   
    input wire [19:0]   interpolate_I   ,   
    input wire [19:0]   interpolate_Q   ,   
    output reg          sync_out_I      ,   
    output reg          sync_out_Q      ,   
    output reg          sync_flag       ,   
    output reg [15:0]   wn                  
);
    reg [21:0]  error               ;  
    reg [21:0]  error_d1            ;
    reg [7:0]   strobe_cnt          ;
    reg [19:0]  interpolate_I_d1    ;  
    reg [19:0]  interpolate_I_d2    ;   
    reg [19:0]  interpolate_Q_d1    ;
    reg [19:0]  interpolate_Q_d2    ;
    wire        samp_flag           ;
    always @ (posedge clk or negedge rst_n) begin
        if(rst_n == 1'b0) begin
            sync_flag <= 1'b0;
        end else begin
            sync_flag <= samp_flag;
        end
    end
    assign samp_flag = ((strobe_cnt == 0) && strobe_flag)?1'b1: 1'b0;
    always @ (posedge clk or negedge rst_n) begin
        if(rst_n == 1'b0) begin
            strobe_cnt <= 8'd0;
        end else if((strobe_cnt == 1) && strobe_flag) begin
            strobe_cnt <= 8'd0;
        end else if(strobe_flag) begin
            strobe_cnt <= strobe_cnt + 8'd1;
        end else begin
            strobe_cnt <= strobe_cnt;
        end
    end
    always @ (posedge clk or negedge rst_n) begin
        if(rst_n == 1'b0) begin
            interpolate_I_d1 <= 20'b0;
            interpolate_I_d2 <= 20'b0;
            interpolate_Q_d1 <= 20'b0;
            interpolate_Q_d2 <= 20'b0;
            wn <= 16'b0000_0001_0100_0111;  
            error <= 22'b0;
            error_d1 <= 22'b0;
        end else if(strobe_flag) begin
            interpolate_I_d1 <= interpolate_I;
            interpolate_I_d2 <= interpolate_I_d1;
            interpolate_Q_d1 <= interpolate_Q;
            interpolate_Q_d2 <= interpolate_Q_d1;
            if(samp_flag) begin
                case({interpolate_I[19],interpolate_I_d2[19],interpolate_Q[19],interpolate_Q_d2[19]})
                    4'b1010:begin
                        error <= ~({interpolate_I_d1[19],interpolate_I_d1[19:0],1'b0})+20'b1 + ~({interpolate_Q_d1[19],interpolate_Q_d1[19:0],1'b0})+20'b1;
                    end
                    4'b1001:begin
                        error <= ~({interpolate_I_d1[19],interpolate_I_d1[19:0],1'b0})+20'b1 + {interpolate_Q_d1[19],interpolate_Q_d1[19:0],1'b0};
                    end
                    4'b0110: begin
                        error <= {interpolate_I_d1[19],interpolate_I_d1[19:0],1'b0} + ~({interpolate_Q_d1[19],interpolate_Q_d1[19:0],1'b0})+20'b1;
                    end
                    4'b0101:begin
                        error <= {interpolate_I_d1[19],interpolate_I_d1[19:0],1'b0} + {interpolate_Q_d1[19],interpolate_Q_d1[19:0],1'b0};                   
                    end
                    4'b0100,4'b0111:begin
                        error <= {interpolate_I_d1[19],interpolate_I_d1[19:0],1'b0};
                    end
                    4'b1000,4'b1011:begin
                        error <= ~({interpolate_I_d1[19],interpolate_I_d1[19:0],1'b0})+20'b1;
                    end
                    4'b0001,4'b1101:begin
                        error <= {interpolate_Q_d1[19],interpolate_Q_d1[19:0],1'b0};                        
                    end
                    4'b0010,4'b1110:begin
                        error <= ~({interpolate_Q_d1[19],interpolate_Q_d1[19:0],1'b0})+20'b1;
                    end
                    default: begin
                        error <= 22'b0;
                    end
                endcase
                sync_out_I <= ~interpolate_I[19];
                sync_out_Q <= ~interpolate_Q[19];
                error_d1 <= error;
                wn = wn + ({{2{error[21]}},error[21:8]}-{{2{error_d1[21]}},error_d1[21:8]});
            end
        end else begin
            interpolate_I_d1 <= interpolate_I_d1;
            interpolate_I_d2 <= interpolate_I_d2;
            interpolate_Q_d1 <= interpolate_Q_d1;
            interpolate_Q_d2 <= interpolate_Q_d2;
        end
    end
endmodule
==> flow/run.sh <==
#!/bin/bash
# OpenROAD 26Q1-2900-gdf79404cd8, Yosys 0.63+post, stock flow scripts
make -C /OpenROAD-flow-scripts/flow DESIGN_CONFIG=/design/flow/config.mk WORK_HOME=/design/flow/orfs finish
==> flow/config.mk <==
export PLATFORM = sky130hd
export DESIGN_NAME = gardner_ted
export DESIGN_NICKNAME = gardner_ted
export VERILOG_FILES = /design/flow/design.v
export SDC_FILE = /design/flow/constraint.sdc
export NUM_CORES = 4
export LEC_CHECK = 1
export CORE_UTILIZATION = 50
==> flow/constraint.sdc <==
current_design gardner_ted

set clk_period 7.7
set clk_io_pct 0.2

create_clock -name clk0 -period $clk_period [get_ports {clk}]

set non_clock_inputs [all_inputs -no_clocks]
set_input_delay [expr $clk_period * $clk_io_pct] -clock clk0 $non_clock_inputs
set_output_delay [expr $clk_period * $clk_io_pct] -clock clk0 [all_outputs]
==> results.yml <==
# implementation run metrics
outcome:
  status: "finished, final reports clean"
yosys:
  yosysWarnings: 1
  synth_flops: 97
  edf_count: 2
  ys_sh_adder_pct: 15.76
  logic_family: "AND-OR/OR-AND gates"
  ys_types: 76
  postSynthCellCount: 1152
  async_flop_share_pct: 97.94
  synth.cellmix.xorXnorShare_pct: 6.813
  netlist_area_um2: 9384
  synth-compound-area-share_pct: 24.27
  ys_sh_mux_pct: 3.280
  simple_gate_area_share_pct: 19.20
  flop_cell: "dfrtp_1"
  yosysChipArea_um2: 9384
  ys_seq_share_pct: 26.04
  ys_cells: 1152
  avgSynthCellArea_um2: 8.146
placed_design:
  gp_congestion: 0.9854
  dp_cells: 1412
  hpwl_um: 20630
  dp_slack_ns: 2.736
  port_buffers: 61
cells_and_area:
  final_util_pct: 57.85
  regArea_um2: 2444
  nFillCells: 1637
  lay_top_count: "nand2_1"
  final_layout_size_suffix_gt1_share_pct: 5.421
  fin_cells: 1428
  area_growth_pct: 11.88
  logic_area_um2: 6511
  lay_top_cells: "nand2_1, ha_1, o21ai_0"
die:
  io_pins: 62
  initCoreUtil_pct: 51.71
  fp.dieW_um: 139.0
  core_area_um2: 18150
  row_count: 49
  die_h_um: 139.0
  die_area_um2: 19320
timing:
  hold_ws_ns: 0.4674
  finalHoldViolations: 0
  finalSetupViolations: 0
  rsz0062_at_grt: "false"
  clock_skew_ns: 0.01295
  setup-tns-final_ns: 0
  setup_ws_ns: 2.950
  worst_slew_pin_slew_ns: 0.8780
  maxSlewHeadroom_pct: 41.25
  drv_slew: 0
  fmax_mhz: 210.5
  fin_crit_sh_pct: 61.69
  final.min_clock_period_ns: 4.750
grt:
  grt_usage_pct: 28.89
  grt_pass1_wl_um: 42700
  grt_antenna_before_repair: 0
  gr-total-overflow: 0
  grt_max_degree: 74
  first_global_vias: 7944
clock_tree:
  cts.clk_slew.worst_paths_ns: 0.07
  cts_root_buf: "clkbuf_16"
  cts_tree: "yes"
  cts.repair.resized: 0
  cts_setup_buffers: 0
  cts_made_buffers: 9
  clkSinkCount: 97
  htree_num_levels: 3
  cts_hold_buf: 0
  clock.latency.late_pin_ns: 0.36
  clock_path_buffers: 2
critical_path:
  required_ns: 7.90
  crit_type: "flop to flop"
  slowest_stage: "or4_1"
  crit_arrival_ns: 4.95
  crit_fanout: 10
  critPathCaptureType: "flop"
  cp_slowest_stage_delay_ns: 0.59
  worst_setup_path_start_kind: "flop"
  ff2ff_setup_slack_ns: 2.95
  worstPathCellList: "inv_1 -> ha_1 -> or3b_2 -> or4_1 -> or3_1 -> nor3_1 -> xnor2_1 -> ha_1 -> inv_1 -> nor2_1 -> and4_1 -> o41ai_1 -> xnor2_1 -> a211o_1 -> a2bb2oi_1"
routing:
  antenna_cells_inserted: 0
  ant_nets: 0
  vias_per_cell: 6.005
  drc: 0
  initialDrtViolationCount: 684
  num_vias: 8575
  routed_wl_um: 26250
  firstDrtPassIters: 13
  detail_route.wl_per_cell_um: 18.38
power:
  p_leak_nw: 4.611
  p_per_area_nw_per_um2: 347.2
  peakVddDrop_mv: 0.1797
run:
  log.warning_count: 72
  drv_cap: 0
worst_hold_path:
  hold_path.class: "flop to flop"
area by class of cell:
class                           count  share of cell area [%]
Timing Repair Buffer               71                   6.459
Clock inverter                      5                  0.5244
Multi-Input combinational cell    940                   62.02
Clock buffer                       11                   2.312
Inverter                           75                   2.681
Sequential cell                    97                   23.27
Tap cell                          229                   2.729
per-layer routing:
metal,vias up,wire (um),track usage [%]
li1,4283,-,-
met1,3970,12910,46.08
met2,290,11040,42.58
met3,32,1852,5.102
met4,0,450,4.211
met5,-,0,0
synthesized netlist by cell type (21+ instances only):
master	n	area, um2
a21oi_1	78	390.4
xnor2_1	48	420.4
a31oi_1	23	143.9
ha_1	115	1439
inv_1	75	281.5
nor3_1	36	180.2
mux2_2	22	247.7
xor2_1	25	219.0
nand3_1	21	105.1
a21o_1	21	157.7
dfrtp_1	90	2252
nand2_1	133	499.2
nor2_1	73	274.0
o21ai_0	109	545.5
clkbuf_1	39	146.4
worst paths after layout:
check / startpoint / to / depth (start not counted)
setup reg to reg: interpolate_I_d1[0] / error[20] / 15
min in group asynchronous: rst_n / wn[3] / 1
setup / recovery: interpolate_I_d1[0] / error[20] / 15
hold reg to reg: wn[0] / wn[0] / 2
max in group asynchronous: rst_n / interpolate_I_d1[19] / 2
hold / removal: wn[0] / wn[0] / 2
where the power goes:
group          internal (mW)  switching [mW]
Combinational           1.10            1.30
Sequential             0.650           0.132
Clock                  0.260           0.201
worst max-delay path, delay by kind of cell (launching register included):
| kind | cells | cell delay, ns |
|---|---|---|
| AND-OR/OR-AND | 3 | 0.87 |
| flip-flops | 1 | 0.42 |
| XOR/XNOR | 2 | 0.42 |
| buffers and inverters | 2 | 0.30 |
| AND/OR/NAND/NOR | 6 | 1.98 |
| adder cells (fa/ha/maj) | 2 | 0.60 |
flip-flops by register name, summed over array words and instances (netlist names), 8 cells and up:
register and count:
interpolate_I_d1 20, interpolate_Q_d1 20, wn 16, error 14, error_d1 14, strobe_cnt 8
through the flow:
step | total power, mW | area (um2)
CTS | 3.668 | 10500
floorplan | 2.636 | 9384
global route | 4.025 | 10500
global placement | 3.167 | 10200
detailed placement | 3.189 | 10200
finish | 3.645 | 10500
logic make-up (layout without fill, tap and decap cells):
family,Yosys count,in the layout
buf+inv,115,162
mux,28,28
flops,97,97
simple gates,367,367
fa+ha+maj,117,117
compound gates,355,355
xor+xnor,73,73
Power figures rest on the tool's default switching activity, not on a simulated workload.
