## /design/flow/config.mk

```make
export PLATFORM = sky130hd
export DESIGN_NAME = ser2para
export DESIGN_NICKNAME = ser2para
export VERILOG_FILES = /design/flow/design.v
export SDC_FILE = /design/flow/constraint.sdc
export NUM_CORES = 4
export LEC_CHECK = 1
export CORE_UTILIZATION = 50
```

## /design/flow/run.sh

```bash
#!/bin/bash
# OpenROAD 26Q1-2900-gdf79404cd8, Yosys 0.63+post, stock flow scripts
make -C /OpenROAD-flow-scripts/flow DESIGN_CONFIG=/design/flow/config.mk WORK_HOME=/design/flow/orfs finish
```

## /design/flow/design.v

```verilog
module ser2para
    #(parameter SAMPLE = 100)  
    (
        input wire          clk     ,
        input wire          rst_n   ,
        input wire          ser_i   ,
        output reg [39:0]   para_o
    );
    reg [7:0]   sample_cnt  ;
    reg [5:0]   bit_cnt     ;
    reg [39:0]  para_o_temp ; 
    always @ (posedge clk or negedge rst_n) begin
        if(rst_n == 1'b0) begin
            sample_cnt <= 8'd0;
        end else if(sample_cnt == (SAMPLE - 1)) begin
            sample_cnt <= 8'd0;
        end else begin
            sample_cnt <= sample_cnt + 8'd1;
        end
    end
    always @ (posedge clk or negedge rst_n) begin
        if(rst_n == 1'b0) begin
            bit_cnt <= 6'd38;   
        end else if((bit_cnt == 6'd39) && sample_cnt == (SAMPLE - 3)) begin
            bit_cnt <= 6'd0;
        end else if(sample_cnt == (SAMPLE - 3))begin
            bit_cnt <= bit_cnt + 6'd1;
        end else begin
            bit_cnt <= bit_cnt;
        end
    end
    always @ (posedge clk or negedge rst_n) begin
        if(rst_n == 1'b0) begin
            para_o_temp <= 40'b0;
        end else if(sample_cnt == (SAMPLE - 3)) begin
            para_o_temp[39-bit_cnt] <= ser_i;
        end else begin
            para_o_temp <= para_o_temp;
        end 
    end
    always @ (posedge clk or negedge rst_n) begin
        if(rst_n == 1'b0) begin
            para_o <= 40'b0;
        end else if(sample_cnt == (SAMPLE - 2) && (bit_cnt == 6'd0)) begin  
            para_o <= para_o_temp;
        end else begin
            para_o <= para_o;
        end
    end
endmodule
```

## /design/flow/constraint.sdc

```tcl
current_design ser2para

set clk_period 8.8
set clk_io_pct 0.2

create_clock -name clk0 -period $clk_period [get_ports {clk}]

set non_clock_inputs [all_inputs -no_clocks]
set_input_delay [expr $clk_period * $clk_io_pct] -clock clk0 $non_clock_inputs
set_output_delay [expr $clk_period * $clk_io_pct] -clock clk0 [all_outputs]
```

==> git commit body <==
Update PnR metrics after Yosys + OpenROAD run

- At the pin with the least slew margin, the transition time is ~0.72 ns.
- Starting density of the core: around 52%
- Average detailed-routed wire length per instance: 16.4 µm
- Die height: 98.4 µm
- After technology mapping, the gate count stands at approximately 380.
* Drt total wl: 8700 µm
* Yosys synthesis warning count: 1
- Final Max-Slew Violation Tally: 0
- Biggest area contributors in the synthesized netlist: sky130_fd_sc_hd__dfrtp_1 (49%), sky130_fd_sc_hd__mux2_2 (11%), sky130_fd_sc_hd__mux2_1 (8.2%)
* Die width: ~98 µm
- First-pass iteration count of the detailed router: 6
- Library cell contributing the largest single delay on the critical path: sky130_fd_sc_hd__dfrtp_1
- The clock passes through at most 2 buffers.
- The repair_antennas step left the layout with diodes totalling 0.
* Share of synthesized area occupied by flip-flops and latches: a little over 50%
* Worst-skew pair later-pin latency: 0.35 ns
- Total of max-cap violations: 0
* Global-route wire length before repair: ~15000 µm
- Clock skew on the completed layout was measured at roughly 0.0085 ns.
* CTS tree: yes
- Antenna-violating nets left: 0
- Post-synthesis cell type with the largest combined area: sky130_fd_sc_hd__dfrtp_1
- Vias: 3014
- Mapped Area: around 4600 µm²
- The gate-level netlist out of Yosys references 42 unique cell types.
* Count of buffers from port buffering: around 42
- The critical path in this run is classified as reg -> reg.
* Number of buffers added for setup after CTS: 0
* Setup slack after layout: 4.76 ns
* Power per Cell Area: ~140 nW/µm²
- Highest layer used for signal routing: met4
- Number of buffers added by the clock tree synthesis step: 9
* Tmin final: between 4 and 5 ns
- Once detailed placement completed, the half-perimeter wirelength came to 6040 µm.
- The number of placed instances, taps included, is a little over 500.
- Setup total negative slack on the finished layout was measured at 0 ns.
- Dominant cell type by count on the critical path: sky130_fd_sc_hd__ha_1
- The worst hold path belongs to the class reg -> reg.
- CP Capture Type: flop
- In this run the count of I/O pins placed on the die edge is 43.
- CTS sink cnt: approximately 94
* Post-synthesis async set-or-reset flop share: 100%
- Post-layout period usage: 45.9%
- Per the timing report, the achievable frequency comes out to 248 MHz.
- Total Routing Usage GR: 20.1%
- Clock-pin slew on the worst setup and hold paths: roughly 0.09 ns
- The first routing iteration left about 200 violations.
- The number of antenna violations at the first check in global routing came to 0.
- Area growth from synthesis to layout: 14.9%
- According to the Yosys statistics, the synthesized design has a chip area of around 4600 µm².
* Fill count: about 730
- Yosys cell count: 380
- Headroom to the max-slew limit: between 50 and 60%
- Met2 layer wire length in the routed design: 3780 µm
- Die ar.: a little under 10000 µm²
- Outcome: finished, final reports clean
* Number of hold violations in the final report: 0
- The longest incremental delay of any stage on the critical path is reported as about 0.51 ns.
* Main flop type: sky130_fd_sc_hd__dfrtp_1
- The end-of-flow timing check tallies setup violations at 0.
- Grouping stages by cell kind, the critical path spends the most delay in simple AND/OR/NAND/NOR gates.
- The script reports the combined buffer and inverter count of the critical path as 3.
- The cell sitting at the root of the clock tree is a sky130_fd_sc_hd__clkbuf_8.
- Yosys reg bits: between 90 and 100
- In this run the worst path has a maximum fanout of 32.
* Count of flip-flops with a built-in enable after synthesis: 0
- Reported leakage power: around 0.0023 µW
* Floorplan Core Area: between 8000 and 9000 µm²
- The floorplan has 34 rows.
* RSZ-0062 raised after global routing: no
* Global-route congestion overflow total: 0
- Vias in the first global route: between 2000 and 3000
- Clock H-tree levels: 3
* Number of non-filler instances in the completed layout: 531
- Largest net degree at the start of global routing: between 50 and 60
- After detailed routing, the number of remaining DRC violations is 0.
- In this run the biggest area consumer among cell types represents between 40 and 50% of the synthesized area.
- In the detailed route, the total length drawn on met3 is 281 µm.
- CP Cell Sequence: inv_1 -> ha_1 -> ha_1 -> nor2b_1 -> nand3_1 -> inv_1 -> ha_1 -> and4bb_2 -> nand4b_2 -> a2111oi_4 -> buf_4 -> nand4_1 -> mux2_1
- Logged for this run, the post-placement worst setup slack is approximately 4.8 ns.
- Via-to-Cell Ratio: 5.68
- In the per-layer summary, the met1 wirelength comes to approximately 4500 µm.
* Startpoint types: flop
- After clock tree synthesis, the repair step resized 0 gates.
* Average cell area after synthesis: 12.2 µm²
* Total tool warning count: 32
- At the end of routability-driven placement, the weighted congestion stood at between 0.9 and 1.
* Data arrival at the endpoint of the critical path: ~4.3 ns
- Required time of the critical path: 9.04 ns
- The highest supply drop recorded on VDD is 0.0933 mV.
- FF-to-FF setup slack: between 4 and 5 ns
- Cells with a size suffix above 1 make up between 20% and 30% of the layout.
- Quantity of hold-fixing buffers added after cts: 0
-- per-layer routing --
layer	up-vias	GRT usage [%]
met5	-	0
met3	8	2.47
met1	1476	36.8
met4	0	2.18
li1	1468	-
met2	62	27.9
-- path summary, 6_finish.rpt --
path / from / to / cells after the start
worst max-delay path: bit_cnt[3] / para_o_temp[11] / 13
worst min-delay path: sample_cnt[7] / sample_cnt[7] / 1
worst max register to register: bit_cnt[3] / para_o_temp[11] / 13
worst min register to register: sample_cnt[7] / sample_cnt[7] / 1
max in group asynchronous: rst_n / bit_cnt[3] / 2
min in group asynchronous: rst_n / para_o[26] / 1
-- stage by stage --
step | area [µm²] | utilization [%] | total power [µW] | hold slack (ns)
finish | 5340 | 60.3 | 747 | 0.470
global route | 5340 | 60.3 | 780 | 0.475
CTS | 5340 | 60.3 | 759 | 0.470
detailed placement | 5140 | 58.1 | 474 | 0.450
global placement | 5140 | 58.1 | 474 | 0.456
floorplan | 4640 | - | 460 | 0.434
-- final cells by class --
class                      count  area [µm²]  share of cell area, %
timing repair buffer          50         478                   8.96
sequential                    94        2360                   44.2
tap                          108         135                   2.53
clock inverter                 5        58.8                   1.10
inverter                      11        41.3                  0.774
clock buffer                  10         138                   2.58
multi-input combinational    253        2130                   39.9
-- kinds of logic after synthesis --
logic type / count (synthesis) / share of synthesized area, %
XOR/XNOR: 10 / 1.89
AND-OR/OR-AND: 21 / 3.77
adder cells (fa/ha/maj): 19 / 5.12
AND/OR/NAND/NOR: 122 / 15.4
flip-flops: 94 / 50.7
multiplexers: 81 / 19.6
buffers and inverters: 33 / 3.40
-- synthesized netlist by cell type (2+ instances only) --
cell type	number
sky130_fd_sc_hd__nor3_1	8
sky130_fd_sc_hd__a21o_1	2
sky130_fd_sc_hd__o21ai_0	5
sky130_fd_sc_hd__dfstp_2	3
sky130_fd_sc_hd__and4bb_2	2
sky130_fd_sc_hd__nand4_1	42
sky130_fd_sc_hd__xor2_1	4
sky130_fd_sc_hd__nand2_1	16
sky130_fd_sc_hd__ha_1	19
sky130_fd_sc_hd__and3_1	2
sky130_fd_sc_hd__nand3_1	12
sky130_fd_sc_hd__mux2_2	47
sky130_fd_sc_hd__nor2_1	20
sky130_fd_sc_hd__xnor2_1	6
sky130_fd_sc_hd__inv_1	11
sky130_fd_sc_hd__nand4b_2	2
sky130_fd_sc_hd__buf_6	4
sky130_fd_sc_hd__buf_2	3
sky130_fd_sc_hd__dfrtp_1	91
sky130_fd_sc_hd__a22o_1	3
sky130_fd_sc_hd__mux2_1	34
sky130_fd_sc_hd__clkbuf_1	10
sky130_fd_sc_hd__a21oi_1	4
sky130_fd_sc_hd__buf_1	5
sky130_fd_sc_hd__a41o_1	2
sky130_fd_sc_hd__nor4_1	2
sky130_fd_sc_hd__nand2b_1	6
-- registers in the layout, summed over array words and instances (netlist names) --
| register | count |
|---|---|
| para_o_temp | 40 |
| bit_cnt | 6 |
| para_o | 40 |
| sample_cnt | 8 |
-- placed cells by master, fill, tap and decap left out, drive strengths merged, types with 3 or more instances in the layout --
master          n
buf             9
dfstp           3
nand3          12
nand2b          6
ha             19
nor2           20
a22o            3
a21oi           4
nor4            3
mux2           81
nand2          16
nand4          42
inv            12
xor2            4
xnor2           6
dfrtp          91
clkbuf         10
clkdlybuf4s50  41
o21ai           5
nor3            8
-- worst reg2reg max path: cells and delay by family (launching register included) --
family | cells | cell delay (ns)
AND-OR/OR-AND | 1 | 0.31
AND/OR/NAND/NOR | 5 | 1.18
flip-flops | 1 | 0.51
multiplexers | 1 | 0.37
adder cells (fa/ha/maj) | 3 | 0.93
buffers and inverters | 3 | 0.64
-- power by group --
part	leakage, µW	internal, µW	switching (µW)
clock	0.0000948	138	145
combinational	0.00104	6.26	12.1
sequential	0.00120	441	5.11
total	0.00234	585	162
Power figures rest on the tool's default switching activity, not on a simulated workload.
